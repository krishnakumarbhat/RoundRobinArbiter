**design/flow/run.sh**
```bash
#!/bin/bash
# OpenROAD 26Q1-2900-gdf79404cd8, Yosys 0.63+post, stock flow scripts
make -C /OpenROAD-flow-scripts/flow DESIGN_CONFIG=/design/flow/config.mk WORK_HOME=/design/flow/orfs finish
```
**design/flow/config.mk**
```make
export PLATFORM = sky130hd
export DESIGN_NAME = arbiter
export DESIGN_NICKNAME = arbiter
export VERILOG_FILES = /design/flow/design.v
export SDC_FILE = /design/flow/constraint.sdc
export NUM_CORES = 4
export LEC_CHECK = 1
export CORE_AREA = 10 10 70 70
export DIE_AREA = 0 0 80 80
```
**design/flow/constraint.sdc**
```tcl
current_design arbiter

set clk_period 2.1
set clk_io_pct 0.2

create_clock -name clk0 -period $clk_period [get_ports {clk}]

set non_clock_inputs [all_inputs -no_clocks]
set_input_delay [expr $clk_period * $clk_io_pct] -clock clk0 $non_clock_inputs
set_output_delay [expr $clk_period * $clk_io_pct] -clock clk0 [all_outputs]
```
**design/flow/design.v**
```verilog
module arbiter (
  clk,    
  rst,    
  req3,   
  req2,   
  req1,   
  req0,   
  gnt3,   
  gnt2,   
  gnt1,   
  gnt0   
);
input           clk;     
input           rst;     
input           req3;    
input           req2;   
input           req1;   
input           req0;   
output          gnt3;    
output          gnt2;   
output          gnt1;   
output          gnt0;   
wire    [1:0]   gnt       ;   
wire            comreq    ;    
wire            beg       ;    
wire   [1:0]    lgnt      ;   
wire            lcomreq   ;   
reg             lgnt0     ;   
reg             lgnt1     ;
reg             lgnt2     ;
reg             lgnt3     ;
reg             mask_enable   ;
reg             lmask0    ;
reg             lmask1    ;
reg             ledge    ;
always @ (posedge clk)
  if (rst)   
  begin
    lgnt0 <= 0;
    lgnt1 <= 0;
    lgnt2 <= 0;
    lgnt3 <= 0;
  end 
  else
    begin                                     
  lgnt0 <=(~lcomreq & ~lmask1 & ~lmask0 & ~req3 & ~req2 & ~req1 & req0)
        | (~lcomreq & ~lmask1 &  lmask0 & ~req3 & ~req2 &  req0)
        | (~lcomreq &  lmask1 & ~lmask0 & ~req3 &  req0)
        | (~lcomreq &  lmask1 &  lmask0 & req0  )
        | ( lcomreq & lgnt0 );
  lgnt1 <=(~lcomreq & ~lmask1 & ~lmask0 &  req1)
        | (~lcomreq & ~lmask1 &  lmask0 & ~req3 & ~req2 &  req1 & ~req0)
        | (~lcomreq &  lmask1 & ~lmask0 & ~req3 &  req1 & ~req0)
        | (~lcomreq &  lmask1 &  lmask0 &  req1 & ~req0)
        | ( lcomreq &  lgnt1);
  lgnt2 <=(~lcomreq & ~lmask1 & ~lmask0 &  req2  & ~req1)
        | (~lcomreq & ~lmask1 &  lmask0 &  req2)
        | (~lcomreq &  lmask1 & ~lmask0 & ~req3 &  req2  & ~req1 & ~req0)
        | (~lcomreq &  lmask1 &  lmask0 &  req2 & ~req1 & ~req0)
        | ( lcomreq &  lgnt2);
  lgnt3 <=(~lcomreq & ~lmask1 & ~lmask0 & req3  & ~req2 & ~req1)
        | (~lcomreq & ~lmask1 &  lmask0 & req3  & ~req2)
        | (~lcomreq &  lmask1 & ~lmask0 & req3)
        | (~lcomreq &  lmask1 &  lmask0 & req3  & ~req2 & ~req1 & ~req0)
        | ( lcomreq & lgnt3);
end 
  assign beg = (req3 | req2 | req1 | req0) & ~lcomreq;  
assign lcomreq = ( req3 & lgnt3 )
                | ( req2 & lgnt2 )
                | ( req1 & lgnt1 )
                | ( req0 & lgnt0 );
assign  lgnt =  {(lgnt3 | lgnt2),(lgnt3 | lgnt1)};
always @ (posedge clk )
if( rst ) 
  begin
    lmask1 <= 0;
    lmask0 <= 0;
  end 
 else if(mask_enable) 
    begin
      lmask1 <= lgnt[1];
      lmask0 <= lgnt[0];
    end 
 else 
    begin
      lmask1 <= lmask1;
      lmask0 <= lmask0;
    end 
assign comreq = lcomreq;
assign gnt    = lgnt;
assign gnt3   = lgnt3;
assign gnt2   = lgnt2;
assign gnt1   = lgnt1;
assign gnt0   = lgnt0;
endmodule
```
==> flow report <==
OUTCOME
--------------------------------------------------------------------------------------
Outcome ................................................................. finished clean

CTS
--------------------------------------------------------------------------------------
Total clock sinks .......................................................            4
Clock tree root driver cell ............................................. sky130_fd_sc_hd__clkbuf_4
CTS Buffer Depth ........................................................            2
Count of instances resized after the clock tree is built ................            0
Worst-path clk slew .....................................................      0.04 ns
TritonCTS clock tree ....................................................          yes
Number of buffers inserted for hold repair after clock tree synthesis ...            0
Setup bufs post-CTS .....................................................            0
Clk Latency, worst-skew pair ............................................      0.23 ns
Inserted Clock Buffers ..................................................            3
CTS H-Tree Depth ........................................................            1

RUN
--------------------------------------------------------------------------------------
Reported max-cap violation count ........................................            0
Tool warning count ......................................................           25

TIMING
--------------------------------------------------------------------------------------
Accumulated negative setup slack ........................................         0 ns
Setup repair after global routing missed its margin .....................        false
Final Setup Violations ..................................................            0
Final Cycle Share .......................................................       0.7547
Clock skew ..............................................................  0.002058 ns
Slew Viols, Final .......................................................            0
Maximum frequency from static timing analysis ...........................    631.0 MHz
Count of final hold-check violations ....................................            0
Min Tclk post-route .....................................................     1.585 ns
Slew at the pin closest to its max-slew limit ...........................    0.2749 ns
Slew Limit Headroom .....................................................       0.8161

DRT
--------------------------------------------------------------------------------------
Final routed wirelength across all metal layers .........................       637 um
Vias per cell ...........................................................        2.582
Total via count after detailed routing ..................................          204
DRC violation count after routing .......................................            0
DR WL/cell ..............................................................     8.063 um
Antenna diodes ..........................................................            0
Detailed-routing iteration count for the pre-antenna-repair pass ........            1
Number of DRC markers in iteration 0 ....................................            0
Number of nets still failing antenna checks after routing ...............            0

GLOBAL ROUTE
--------------------------------------------------------------------------------------
Sum of overflow across all layers after global routing ..................            0
Initial antenna violation count .........................................            0
Total track usage .......................................................      0.02016
First-pass GRT wire length ..............................................     1.041 mm
Largest net degree at the start of global routing .......................            7
Vias in the first global route ..........................................          210

SYNTH
--------------------------------------------------------------------------------------
Summed standard-cell area reported by yosys .............................    193.9 um2
Register bit total from synthesis .......................................            4
Sequential area share after synthesis ...................................       0.4129
Synthesized area divided by synthesized cell count ......................    9.235 um2
Number of warnings reported in the yosys synthesis log ..................            2
Yosys cell types ........................................................           14
Cell area after technology mapping ......................................    193.9 um2
Cell count in the Yosys report ..........................................           21
Number of cells produced by synthesis ...................................           21

MIN PATH
--------------------------------------------------------------------------------------
Hold Crit Class ......................................................... flip-flop to flip-flop
Hold Path Stages ........................................................            2
Capture endpoint of the worst hold path .................................        lgnt0
Launch instance of the worst min-delay path .............................        lgnt0

FLOORPLANNING
--------------------------------------------------------------------------------------
Die footprint ...........................................................     6400 um2
Area of the core ........................................................     3416 um2
X dimension of the die ..................................................        80 um
Fp util .................................................................      0.05678
Top-level port count ....................................................           10
Number of standard-cell rows in the floorplan ...........................           21
Die Y ...................................................................        80 um

LAYOUT
--------------------------------------------------------------------------------------
Commonest non-fill, non-tap cells in the layout ......................... sky130_fd_sc_hd__clkdlybuf4s50_1 (9), sky130_fd_sc_hd__dfxtp_1 (4), sky130_fd_sc_hd__clkbuf_4 (3)
Layout area overhead ....................................................       87.74%
Fill cell instance count of the final layout ............................          400
Most frequent logic cell in the layout .................................. sky130_fd_sc_hd__clkdlybuf4s50_1
Layout cells sized above 1 ..............................................      0.09091

PWR
--------------------------------------------------------------------------------------
Power density of the placed cells ....................................... 581.0 nW/um2
Leakage .................................................................    0.1251 nW
Max IR drop VDD .........................................................   0.06727 mV
Total power .............................................................     211.5 uW

SETUP PATH
--------------------------------------------------------------------------------------
Cells along the critical path ........................................... clkdlybuf4s50_1, a22o_1, or4_1, a21oi_1
Data required time of the worst path ....................................      2.27 ns
R2r worst-path depth ....................................................            3
Worst Path Arrival ......................................................      1.75 ns
Highest cell delay on the worst timing path .............................      0.47 ns
Worst Setup Path Type ................................................... input pin to flip-flop
Crit. End Element .......................................................    flip-flop
Endpoint of the lowest-slack register-to-register path ..................        lgnt2
Source of the worst register-to-register timing path ....................        lgnt3
Crit-path leading delay family .......................................... simple AND/OR/NAND/NOR gates
Worst R2R Setup Slack ...................................................      0.84 ns
Slowest cell on the critical path ....................................... sky130_fd_sc_hd__or4_1
Startpoint Class ........................................................    input pin
Largest fanout on the critical path .....................................            4
CP bufs+invs ............................................................            1

PLACED DESIGN
--------------------------------------------------------------------------------------
Count of port buffers added during placement ............................            9
Weighted congestion reported at the end of routability-driven placement .       0.7837

## worst min-delay path, delay by kind of cell, from the launching register on
family | cells | cell delay (ns)
DFF | 1 | 0.31
and+or+nand+nor | 1 | 0.06
muxes | 1 | 0.06
## layout make-up
class / instances / area [um2] / area share
Clock buffer: 3 / 22.52 / 0.06186
Inverter: 1 / 3.754 / 0.01031
Multi-Input combinational cell: 16 / 110.1 / 0.3024
Sequential cell: 4 / 80.08 / 0.2199
Tap cell: 46 / 57.56 / 0.1581
Timing Repair Buffer: 9 / 90.09 / 0.2474
## cell usage after synthesis
cell	n	area, um2
sky130_fd_sc_hd__dfxtp_1	4	80.08
sky130_fd_sc_hd__a22o_1	2	17.52
sky130_fd_sc_hd__nor3_1	1	5.000
sky130_fd_sc_hd__mux2i_1	2	20.02
sky130_fd_sc_hd__o21ai_0	2	10.01
sky130_fd_sc_hd__or2b_1	1	7.510
sky130_fd_sc_hd__or4_1	1	7.510
sky130_fd_sc_hd__a21oi_1	1	5.000
sky130_fd_sc_hd__or4b_1	1	10.01
sky130_fd_sc_hd__nand2b_1	2	12.51
sky130_fd_sc_hd__nor2_1	1	3.750
sky130_fd_sc_hd__nand3b_1	1	7.510
sky130_fd_sc_hd__inv_1	1	3.750
sky130_fd_sc_hd__nand2_1	1	3.750
## through the flow
| step | setup slack (ns) | cell area [um2] | instances | hold slack (ns) | utilization |
|---|---|---|---|---|---|
| after CTS | 0.5110 | 364.1 | 79 | 0.4918 | 0.1066 |
| after floorplan | 0.8127 | 193.9 | 21 | 0.4437 | - |
| after global routing | 0.4267 | 364.1 | 79 | 0.5167 | 0.1066 |
| after detailed placement | 0.2610 | 341.6 | 76 | 0.4864 | 0.1000 |
| final | 0.5152 | 364.1 | 79 | 0.4858 | 0.1066 |
| after global placement | 0.3029 | 341.6 | 76 | 0.4792 | 0.1000 |
## routing by layer
metal,vias to the layer above,track usage,wire (um)
met2,2,0.04173,417
met5,-,0,0
met4,0,0.01408,27
met3,2,0.002273,2
met1,97,0.01664,190
li1,103,-,-
## power by group
part	total (mW)	internal, mW	switching (mW)
Combinational	0.0333	0.0216	0.0117
Clock	0.0953	0.0639	0.0314
Sequential	0.0830	0.0802	0.00279
## worst max path at each step
stage / depth (start not counted) / slack, ns / end / startpoint
after global routing: 4 / 0.43 / lgnt2 / req2
after CTS: 4 / 0.51 / lgnt2 / req2
final: 4 / 0.52 / lgnt2 / req2
## cell families after synthesis
family,count (synthesis),synth area share
compound gates,5,0.1677
simple gates,9,0.2967
mux,2,0.1032
buf+inv,1,0.01934
flops,4,0.4129
Power is estimated from default activity; no workload was simulated.
